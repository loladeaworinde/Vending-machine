File: config.mk
export PLATFORM = sky130hd
export DESIGN_NAME = Paymenthandler
export DESIGN_NICKNAME = Paymenthandler
export VERILOG_FILES = /design/flow/design.v
export SDC_FILE = /design/flow/constraint.sdc
export NUM_CORES = 4
export LEC_CHECK = 1
export CORE_UTILIZATION = 50
File: constraint.sdc
current_design Paymenthandler

set clk_period 6.3
set clk_io_pct 0.2

create_clock -name clk0 -period $clk_period [get_ports {clk}]

set non_clock_inputs [all_inputs -no_clocks]
set_input_delay [expr $clk_period * $clk_io_pct] -clock clk0 $non_clock_inputs
set_output_delay [expr $clk_period * $clk_io_pct] -clock clk0 [all_outputs]
File: design.v
module Paymenthandler (
    input clk,           
    input reset,         
    input [2:0] coins,   
    input accumulator,
    output wire [8:0] total_amount  
);
    reg [8:0] total_amount_reg;
    reg [8:0] nickels_counter;
    reg [8:0] dimes_counter;
    reg [8:0] quarters_counter;
    reg [8:0] halfdollar_counter;
    reg [8:0] dollar_counter;
    always @(posedge clk or posedge reset) begin
        if (reset) begin
            total_amount_reg <= 0;
            quarters_counter <= 0;
            dimes_counter <= 0;
            nickels_counter <= 0;
            halfdollar_counter <= 0;
            dollar_counter <= 0;
        end else begin
        if (accumulator)begin
      case(coins)
             3'b001: nickels_counter <= nickels_counter + 1;
             3'b010: dimes_counter <= dimes_counter + 1;
             3'b011: quarters_counter <= quarters_counter + 1;
             3'b100: halfdollar_counter <= halfdollar_counter + 1;
             3'b101: dollar_counter <= dollar_counter + 1;
              endcase
           total_amount_reg <= (quarters_counter * 25) + (dimes_counter * 10) + (nickels_counter * 5) + (halfdollar_counter * 50) + (dollar_counter * 100);
           end else 
           total_amount_reg <= 0;
        end
    end
    assign total_amount = total_amount_reg;
endmodule
File: run.sh
#!/bin/bash
# OpenROAD 26Q1-2900-gdf79404cd8, Yosys 0.63+post, stock flow scripts
make -C /OpenROAD-flow-scripts/flow DESIGN_CONFIG=/design/flow/config.mk WORK_HOME=/design/flow/orfs finish
==> reports/metrics.yaml <==
run_status:
  status: "finished clean"
floorplanning:
  die_h_um: 92.1
  io-pin-count: 15
  core_region_area_sq_mm: 0.00781
  std_cell_rows: 32
  initial_utilization_pct: 52.0
  dieWidth_um: 92.1
  chipArea_sq_mm: 0.00848
critical_path:
  worstPathArrival_ps: 5480
  worstSetupEndpointType: "flop"
  crit_path_start_kind: "flop"
  path_class: "flop to flop"
  cp_max_fo: 5
  required_ps: 6500
hold_path:
  hold_path.class: "flop to flop"
logic_synthesis:
  synth-main-ff-cell: "dfrtp_1"
  yosysWarnings: 1
  common_cells: "ha_1, inv_1, dfrtp_1, xnor2_1, fa_1"
  ys_top_cells_by_area: "dfrtp_1, ha_1, fa_1"
  synth_area_leader_cell: "dfrtp_1"
  synth_chip_area_sq_mm: 0.00406
  ys.flops: 50
  synth-edff-count: 0
  ys_seq_share_pct: 30.8
  synth_stat.cells: 354
  syn_area_sq_mm: 0.00406
  avgSynthCellArea_sq_um: 11.5
  yosysMostFrequentCell: "ha_1"
  synth.top_cell.area_share_pct: 30.8
  async_flop_share_pct: 100
  postSynthCellCount: 354
  yosys.cell_types.count: 28
clocking:
  clkTransAtPathRegs_ps: 90
  root_buffer: "clkbuf_8"
  cts_resized: 0
  cts_buffer_depth: 2
  cts_setup_buffers: 0
  numClockSinks: 50
  cts_hold_buf: 0
  clk_latency_ps: 300
  ctsHtreeMaxLevel: 2
  cts_buffers: 5
  cts_tree: "yes"
final_timing:
  whs_ps: 488
  period_minus_slack_ps: 5290
  finalHoldViolCount: 0
  tightest_slew_ps: 643
  final.setup.tns_ps: 0
  fin_crit_sh_pct: 83.9
  finalMaxSlewViolations: 0
  setup_viol: 0
  skew_ps: 9.42
  slew_headroom_pct: 57.1
  rsz0062_at_grt: "no"
  fmax_ghz: 0.189
global_routing:
  grt_pass1_vias: 2388
  grt_pass1_wl_um: 11900
  antenna_found_initial: 0
  grt-ovfl-total: 0
  grtUsageTotal_pct: 19.5
  grt_start_max_net_pins: 51
detailed_routing:
  drtAntennaViolNets: 0
  dr.pass1.iters: 4
  vias: 2286
  vias_per_cell: 4.80
  drtIter0Drc: 71
  wl_per_cell_um: 14.3
  finalWirelength_um: 6820
  drc_errors: 0
  diodes: 0
job:
  log.warning_count: 25
  max-cap-violations: 0
finish:
  area_growth_pct: 8.75
  utilization_pct: 56.6
  drive_above_1_share_pct: 5.08
  fill_cells: 680
placement:
  place.detailed.hpwl_um: 5600
  place_congestion: 0.874
  io_buffers: 14
critical path, cell delays in order (launching register included):
cell and delay, ps:
dfrtp_1 440, ha_1 300, ha_1 160, inv_1 50, fa_1 470, inv_1 40, ha_1 290, fa_1 570
fa_1 440, fa_1 540, inv_1 50, fa_1 520, inv_1 40, ha_1 320, a21oi_1 210, o21ai_0 210
xor2_1 210, xnor2_1 130, and2_1 150
cells in the final DEF, fill, tap and decap left out, types with 2 or more instances in the layout:
master	netlist	layout
clkdlybuf4s50_1	0	14
nor2_1	6	6
and2_1	9	9
nand2_1	15	15
and4bb_2	2	2
nand3_1	8	8
dfrtp_1	50	50
mux2_2	4	4
ha_1	63	63
a21oi_1	5	5
and3_1	2	2
fa_1	34	34
clkbuf_8	0	6
o21ai_0	2	2
nand4_1	9	9
a21o_1	4	4
xnor2_1	50	50
xor2_1	16	16
xnor3_1	2	2
inv_1	61	60
path summary, 6_finish.rpt:
path | from | to | slack, ps | cells after the start
setup / recovery | dimes_counter[3]$_DFFE_PP0P_ | total_amount_reg[8]$_DFF_PP0_ | 1010 | 18
hold / removal | halfdollar_counter[7]$_DFFE_PP0P_ | halfdollar_counter[7]$_DFFE_PP0P_ | 490 | 1
setup reg to reg | dimes_counter[3]$_DFFE_PP0P_ | total_amount_reg[8]$_DFF_PP0_ | 1010 | 18
hold reg to reg | halfdollar_counter[7]$_DFFE_PP0P_ | halfdollar_counter[7]$_DFFE_PP0P_ | 490 | 1
max in group asynchronous | reset | quarters_counter[7]$_DFFE_PP0P_ | 4420 | 3
min in group asynchronous | reset | dollar_counter[4]$_DFFE_PP0P_ | 1440 | 3
per-layer routing:
layer | GRT usage (%) | vias up | routed length, um
li1 | - | 1167 | -
met1 | 32.4 | 1092 | 3390
met2 | 30.0 | 25 | 3170
met3 | 3.29 | 2 | 220
met4 | 1.30 | 0 | 37
met5 | 0 | - | 0
cell type report:
| class | instances | area [sq um] | area share (%) |
|---|---|---|---|
| clock buffers | 7 | 86.3 | 1.96 |
| clock inverters | 1 | 5.00 | 0.113 |
| flip-flops and latches | 50 | 1250 | 28.3 |
| repair buffers | 15 | 148 | 3.34 |
| well taps | 102 | 128 | 2.89 |
| multi-input cells | 240 | 2570 | 58.2 |
| inverters | 61 | 229 | 5.19 |
cell families (layout without fill, tap and decap cells):
| group | Yosys count | count (layout) | synth area share (%) |
|---|---|---|---|
| and+or+nand+nor | 58 | 58 | 8.41 |
| AOI/OAI and AO/OA | 12 | 12 | 1.82 |
| DFF | 50 | 50 | 30.8 |
| adders and majority gates | 97 | 97 | 36.2 |
| muxes | 4 | 4 | 1.11 |
| buffers and inverters | 64 | 84 | 5.92 |
| xor gates and xnor gates | 69 | 69 | 15.7 |
through the flow:
stage	instance area, sq um	worst slack (ps)	std cells
6_report	4420	1010	476
5_1_grt	4420	737	476
4_1_cts	4420	988	476
3_5_place_dp	4320	1030	468
3_3_place_gp	4320	1070	468
2_1_floorplan	4060	1330	354
