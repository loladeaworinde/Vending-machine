===== run.sh =====
#!/bin/bash
# OpenROAD 26Q1-2900-gdf79404cd8, Yosys 0.63+post, stock flow scripts
make -C /OpenROAD-flow-scripts/flow DESIGN_CONFIG=/design/flow/config.mk WORK_HOME=/design/flow/orfs finish

===== config.mk =====
export PLATFORM = sky130hd
export DESIGN_NAME = changecalculator
export DESIGN_NICKNAME = changecalculator
export VERILOG_FILES = /design/flow/design.v
export SDC_FILE = /design/flow/constraint.sdc
export NUM_CORES = 4
export LEC_CHECK = 1
export CORE_AREA = 10 10 104 104
export DIE_AREA = 0 0 114 114

===== constraint.sdc =====
current_design changecalculator

set clk_period 8.2
set clk_io_pct 0.2

create_clock -name clk0 -period $clk_period [get_ports {clk}]

set non_clock_inputs [all_inputs -no_clocks]
set_input_delay [expr $clk_period * $clk_io_pct] -clock clk0 $non_clock_inputs
set_output_delay [expr $clk_period * $clk_io_pct] -clock clk0 [all_outputs]

===== design.v =====
module changecalculator(
    input clk,
    input reset,
    input go,
    input [8:0] change_amount,  
    output reg [3:0] changeDollars,  
    output reg [3:0] changeHalfDollars,  
    output reg [3:0] changeQuarters,  
    output reg [3:0] changeDimes,  
    output reg [3:0] changeNickels, 
    output reg [8:0] change,
    output reg done  
);
    always @(posedge clk) begin
        if (reset) begin
            changeDollars = 0;
            changeHalfDollars = 0;
            changeQuarters = 0;
            changeDimes = 0;
            changeNickels = 0;
            done = 0;
        end else if (go) begin
            change = change_amount;
            if (change >= 100) begin
                changeDollars = change / 100;
                change = change % 100;
            end
            if (change >= 50) begin
                changeHalfDollars = change / 50;
                change = change % 50;
            end
            if (change >= 25) begin
                changeQuarters = change / 25;
                change = change % 25;
            end
            if (change >= 10) begin
                changeDimes = change / 10;
                change = change % 10;
            end
            if (change >= 5) begin
                changeNickels = change / 5;
                change = change % 5;
            end
            if (change == 0)
                done = 1;
        end else begin
            changeDollars = 0;
            changeHalfDollars = 0;
            changeQuarters = 0;
            changeDimes = 0;
            changeNickels = 0;
            done = 0;
        end
    end
endmodule

==> ci_impl_report.md <==
### Flow metrics

| Metric | Value |
|---|---|
| Status | did not finish |
| Halt Stage | global placement without I/O (3_1_place_gp_skip_io) |
| Stop err | [ERROR GPL-0301] Utilization 109.614 % exceeds 100%. |
| Post-synth cell types | approximately 130 |
| Register area share after synthesis | 0.08605 |
| Die Width | roughly 110 um |
| Async set-reset flop share out of synthesis | 0 |
| Main flop type | dfxtp_1 |
| EDFF count, synth | 9 |
| Die Y | about 110 um |
| Yosys Instances | around 1100 |
| Site row count | 34 |
| Synth warn | 1 |
| Chip area line of the yosys report | between 7000 and 8000 um2 |
| Synth Instances | 1110 |
| Yosys reg bits | 29 |
| Syn_area_per_cell | between 7 and 8 um2 |
| Fp_density | 0.8981 |
| Syn Std Cell Area | 7794 um2 |
-- cells by family after synthesis --
group           share of synthesized area
other cells                     0.0004812
flops                             0.08605
buf+inv                           0.04495
mux                               0.04736
fa+ha+maj                         0.03114
compound gates                     0.4238
xor+xnor                          0.04543
simple gates                       0.3208
-- cells in the mapped netlist (12+ instances only) --
| library cell | count | share of area |
|---|---|---|
| clkbuf_1 | 26 | 0.013 |
| buf_2 | 22 | 0.014 |
| o211ai_1 | 16 | 0.015 |
| xnor2_1 | 27 | 0.030 |
| inv_1 | 19 | 0.0092 |
| ha_1 | 17 | 0.027 |
| o21ai_0 | 53 | 0.034 |
| a21oi_1 | 97 | 0.062 |
| dfxtp_1 | 20 | 0.051 |
| o21ai_1 | 12 | 0.0077 |
| or3_1 | 16 | 0.013 |
| a21o_1 | 22 | 0.021 |
| and2_1 | 23 | 0.018 |
| and3_1 | 15 | 0.012 |
| nand4_1 | 19 | 0.015 |
| nand2_1 | 115 | 0.055 |
| mux2_2 | 13 | 0.019 |
| mux2i_1 | 17 | 0.022 |
| a211oi_1 | 21 | 0.020 |
| nor3_1 | 48 | 0.031 |
| nor2_1 | 90 | 0.043 |
| nand3_1 | 52 | 0.033 |
| a31oi_1 | 20 | 0.016 |
